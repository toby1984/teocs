<file path="design.v">
module cpu(
input [15:0] instruction,
input [15:0] memIn,
input reset,
input clk,
output reg [15:0] memOut,
output reg writeM,
output reg [15:0] memAddress,
output reg [15:0] pc);
reg [15:0] regA;
reg [15:0] regD;
reg [15:0] result;
reg not_implemented;
always @ (posedge clk) 
    if ( reset )
    begin
        regA <= 0;
        regD <= 0;
        result = 0;
        pc <= 0;
        memOut <= 16'bzzzzzzzzzzzzzzzz;
        memAddress <= 16'bzzzzzzzzzzzzzzzz;
        writeM <= 0;    
        not_implemented <= 0;
    end else begin
        if ( instruction[15] == 0 )
        begin
            regA <= instruction & 16'b0111111111111111;   
            pc <= pc + 1;          
            memOut <= 16'bzzzzzzzzzzzzzzzz;
            memAddress <= 16'bzzzzzzzzzzzzzzzz;
            writeM <= 0;               
        end
        else begin
            case( instruction[12:6] ) 
                7'b0101010: result = 0;
                7'b0111111: result = 1;
                7'b0111111: result = -1;
                7'b0001100: result = regD;
                7'b0110000: result = regA;
                7'b1110000: result = memIn;
                7'b0001101: result = ~regD;
                7'b0110001: result = ~regA;
                7'b1110001: result = ~memIn;
                7'b0001111: result = 0 - regD;
                7'b0110011: result = 0 - regA;
                7'b1110011: result = 0 - memIn;
                7'b0011111: result = regD + 1;
                7'b0110111: result = regA + 1;
                7'b1110111: result =  memIn + 1;
                7'b0001110: result = regD - 1;
                7'b0110010: result = regA - 1;
                7'b1110010: result =  memIn - 1;
                7'b0000010: result = regD + regA;
                7'b1000010: result = regD + memIn;
                7'b0010011: result = regD - regA;
                7'b1010011: result = regD - memIn;
                7'b0000111: result = regA - regD;
                7'b1000111: result = memIn - regD;
                7'b0000000: result = regD & regA;
                7'b1000000: result = regD & memIn;
                7'b0010101: result = regD | regA;
                7'b1010101: result = regD | memIn;
                default: not_implemented = 1;                 
            endcase
            case ( instruction[5:3] ) 
                3'b001: begin  
                    memOut <= result;
                    memAddress <= regA;
                    writeM <= 1;
                end
                3'b010: regD <= result;  
                3'b011: begin  
                    memOut <= result;
                    memAddress <= regA;
                    writeM <= 1;
                    regD <= result;
                end
                3'b100: regA <= result;  
                3'b101: begin;  
                    memOut <= result;
                    memAddress <= regA;
                    writeM <= 1;
                    regA <= result;
                end
                3'b110: begin  
                    regA <= result;
                    regD <= result;
                end
                3'b111: begin
                    memOut <= result;
                    memAddress <= regA;
                    writeM <= 1;
                    regA <= result;
                    regD <= result;
                end
                default: begin
                    memOut <= 16'bzzzzzzzzzzzzzzzz;
                    memAddress <= 16'bzzzzzzzzzzzzzzzz;
                    writeM <= 0;            
                end
            endcase
            case( instruction[2:0] )
                3'b000: begin
                    pc <= pc + 1;
                end
                3'b001: 
                    if ( result > 0 )
                        pc <= regA;
                    else
                        pc <= pc + 1;
                3'b010:
                    if ( result == 0 )
                        pc <= regA;      
                    else
                        pc <= pc + 1;                        
                3'b011:
                    if ( result >= 0 )
                        pc <= regA;    
                    else
                        pc <= pc + 1;                        
                3'b100:
                    if ( result < 0 )
                        pc <= regA;  
                    else
                        pc <= pc + 1;                        
                3'b101: 
                    if ( result != 0 )
                        pc <= regA;         
                    else
                        pc <= pc + 1;                        
                3'b110:
                    if ( result <= 0 )
                        pc <= regA;                 
                    else
                        pc <= pc + 1;                        
                3'b111:
                    pc <= regA;                
            endcase        
        end  
    end  
endmodule
</file>
<file path="run.sh">
#!/bin/bash
# OpenROAD 26Q1-2900-gdf79404cd8, Yosys 0.63+post, stock flow scripts
make -C /OpenROAD-flow-scripts/flow DESIGN_CONFIG=/design/flow/config.mk WORK_HOME=/design/flow/orfs finish
</file>
<file path="constraint.sdc">
current_design cpu

set clk_period 11.5
set clk_io_pct 0.2

create_clock -name clk0 -period $clk_period [get_ports {clk}]

set non_clock_inputs [all_inputs -no_clocks]
set_input_delay [expr $clk_period * $clk_io_pct] -clock clk0 $non_clock_inputs
set_output_delay [expr $clk_period * $clk_io_pct] -clock clk0 [all_outputs]
</file>
<file path="config.mk">
export PLATFORM = sky130hd
export DESIGN_NAME = cpu
export DESIGN_NICKNAME = cpu
export VERILOG_FILES = /design/flow/design.v
export SDC_FILE = /design/flow/constraint.sdc
export NUM_CORES = 4
export LEC_CHECK = 1
export CORE_UTILIZATION = 40
</file>
==> run notes <==
The flow run is done. The flow ran to the end, and the final reports show no timing, DRC or antenna violations. Number of storage elements in the synthesis netlist landed at 97. The timing report gives the clock slew at the launch and capture registers of the worst setup and hold paths as 70 ps. STA classifies the critical path startpoint as an input pin. The script extracted a total leakage power of 4.42 nW.

The synthesis report names the predominant flop master as sky130_fd_sc_hd__dfxtp_1. Wires add up to 39100 um. Worst IR drop on VDD landed at 0.0701 mV. Number of buffers added for setup after CTS landed at 0. The slew check shows that the tightest pin keeps a relative margin of 0.348. The first detailed-routing pass ran for 6 iterations. Global-route total usage across every layer landed at 0.333.

Share of async-settable or async-resettable flops after synthesis landed at 0. Setup slack closes at 2920 ps. met3 track demand over resource after global routing is 0.0956.

Pin slew with the least headroom to its limit landed at slightly below 1000 ps. Port buffer count landed at 82. TritonCTS built the clock tree. For the final routed database, the setup TNS stands at 0 ps. Floorplan die width landed at 156 um.

Initial antenna violation count landed at 2. Global-route wire length before repair landed at 58300 um. The gate-level netlist out of Yosys references 86 unique cell types. Number of vias after detailed routing landed at 10088.

Number of warning messages in the yosys log landed at 7. The final timing report derives a shortest allowable period of 8580 ps. Global routing finished with a remaining overflow of 0. By instance count after routing, the leading logic cell types are sky130_fd_sc_hd__nor2_1 (127), sky130_fd_sc_hd__nand2_1 (121), sky130_fd_sc_hd__a21oi_1 (86). Number of sinks on the clock net landed at between 90 and 100. The count of nets left with antenna violations once routing finished came out at 0. The detailed router finished its first iteration with 1004 violations.

In the final report, the number of hold violations comes to 0. For this run, the detailed router reports a per-instance via density of 6.36. Final worst-path cycle share landed at 0.746.

Cell area after technology mapping landed at 9470 um2. Number of placed I/O pins landed at between 80 and 90. Met2 track demand over resource landed at 0.487. The launch point of the worst register-to-register path is recorded as regD[1]. Per the detail_route report, DRC violations left total 0. Power density over the cells landed at 100 nW/um2. The OpenROAD report gives the critical path a required time of roughly 12000 ps. The chip occupies between 20000 and 25000 um2. For reference, the final report shows the max-slew violation count at 0.

Yosys stat counts between 1000 and 1500 cells in the synthesized netlist. The top cell type in the final layout, fill and taps aside, is sky130_fd_sc_hd__nor2_1. Number of hold buffers added after CTS landed at 0.

Maximum level of the CTS H-tree landed at 3. After synthesis, the mean cell area works out to 7.73 um2. In the placement report, post-DP HPWL is listed as 29800 um.

Chip height landed at 156 um. Number of enable-type register cells in the synthesized netlist landed at 32. Core outline area landed at 22900 um2. Worst-path maximum fanout landed at 32. Global placement routability congestion landed at 1.04. As reported, the later end of the worst-skew pair has a clock insertion delay of 350 ps. Stage-log warning count landed at 25. Number of max-cap violations landed at 0.

Initial core utilization landed at 0.413. Setup repair after global routing left no endpoint under its margin. Tracing the worst setup path back leads to its startpoint at instruction[8].

Clock skew on the completed layout was measured at 14.4 ps. Synthesized instance count landed at 1224. For met1 alone, demand over resource in global routing was 0.461. STA on the placed design reports a worst setup slack of between 2000 and 3000 ps. After floorplanning, the core was divided into 55 placement rows. Area growth from synthesis to final layout landed at 15.1%.

STA puts the critical path data arrival time at 8830 ps. The tightest min-delay check is of the flip-flop to flip-flop type. Per Yosys stat, the portion of area used by sequential elements is 0.239.

Per the placement report, the placed cell count is 1569. STA classifies the critical path endpoint as a flip-flop. Per the CTS log, the root buffer master is sky130_fd_sc_hd__clkbuf_16. Number of failing setup endpoints in the final timing report landed at 0.

The global routing stage identified its most utilized layer as met2. Chip area estimate from yosys synthesis landed at 9470 um2. The critical path is of the input pin to flip-flop type. Number of buffers added by the clock tree synthesis step landed at 9. Post-CTS resize count landed at 0. Maximum clock insertion buffer count landed at 2.

Wire length per cell landed at 24.6 um. Maximum number of pins on one net before global-route repair landed at approximately 65. Layout cell share with drive strength beyond 1 landed at 0.0731.

Number of cells in the finished layout apart from fillers landed at 1586. Timing would allow up to 117 MHz. Number of global-route vias before repair landed at 9181. In this run the most critical hold path is launched from writeM.
-- through the flow --
stage / utilization / power, W / cell area [um2] / hold WS, ps
after global routing: 0.475 / 0.00114 / 10900 / 507
after floorplan: - / 0.000620 / 9470 / 439
final: 0.475 / 0.00109 / 10900 / 475
after global placement: 0.461 / 0.000773 / 10600 / 462
after detailed placement: 0.461 / 0.000771 / 10600 / 462
after CTS: 0.475 / 0.00109 / 10900 / 475
-- power by group --
| part | internal (W) | leakage, nW | switching (W) |
|---|---|---|---|
| combinational | 0.000145 | 3.36 | 0.000209 |
| sequential | 0.000387 | 0.898 | 0.0000327 |
| clock | 0.000177 | 0.160 | 0.000140 |
| total | 0.000710 | 4.42 | 0.000381 |
-- worst paths after layout --
check	endpoint	cells past startpoint	slack [ps]
min reg2reg	writeM	2	480
max	pc[0]	18	2920
min	writeM	2	480
max reg2reg	pc[0]	19	4650
-- per-layer routing --
layer / part of all wire / wire length [um]
met1: 0.42 / 16500
met2: 0.43 / 16600
met3: 0.097 / 3800
met4: 0.055 / 2150
met5: 0.00033 / 13
-- cells in the mapped netlist (8+ instances only) --
library cell	count	area share
sky130_fd_sc_hd__nor2_1	127	0.050
sky130_fd_sc_hd__nand2_1	121	0.048
sky130_fd_sc_hd__a21oi_1	86	0.045
sky130_fd_sc_hd__o21ai_0	81	0.043
sky130_fd_sc_hd__dfxtp_1	65	0.14
sky130_fd_sc_hd__clkbuf_1	55	0.022
sky130_fd_sc_hd__ha_1	48	0.063
sky130_fd_sc_hd__mux2i_1	48	0.051
sky130_fd_sc_hd__nor3_1	46	0.024
sky130_fd_sc_hd__a211oi_1	37	0.029
sky130_fd_sc_hd__xnor2_1	34	0.031
sky130_fd_sc_hd__edfxtp_1	32	0.10
sky130_fd_sc_hd__xor2_1	29	0.027
sky130_fd_sc_hd__a221oi_1	26	0.024
sky130_fd_sc_hd__and3_1	26	0.017
sky130_fd_sc_hd__inv_1	24	0.0095
sky130_fd_sc_hd__nand3_1	21	0.011
sky130_fd_sc_hd__buf_2	19	0.010
sky130_fd_sc_hd__or3_1	18	0.012
sky130_fd_sc_hd__nor4_1	17	0.011
sky130_fd_sc_hd__nand2b_1	13	0.0086
sky130_fd_sc_hd__a21o_1	12	0.0095
sky130_fd_sc_hd__nor3_2	12	0.013
sky130_fd_sc_hd__o2111ai_1	12	0.011
sky130_fd_sc_hd__o31ai_1	12	0.0095
sky130_fd_sc_hd__or4_1	11	0.0087
sky130_fd_sc_hd__a31oi_1	10	0.0066
sky130_fd_sc_hd__nor2b_1	10	0.0066
sky130_fd_sc_hd__o211ai_1	10	0.0079
sky130_fd_sc_hd__and2_1	8	0.0053
sky130_fd_sc_hd__mux2_2	8	0.0095
-- state kept, by name, summed over array words and instances (netlist names) --
register    flops
memAddress     16
memOut         16
pc             16
regA           16
regD           16
result         16
writeM          1
-- critical path: stages --
cell                              delay, ps
sky130_fd_sc_hd__clkdlybuf4s50_1        690
sky130_fd_sc_hd__or4b_1                 670
sky130_fd_sc_hd__o2bb2ai_1              410
sky130_fd_sc_hd__nand2_1                380
sky130_fd_sc_hd__a211oi_1               330
sky130_fd_sc_hd__ha_1                   340
sky130_fd_sc_hd__a211oi_1               380
sky130_fd_sc_hd__o21bai_1               150
sky130_fd_sc_hd__a2111oi_0              490
sky130_fd_sc_hd__nor3_1                 110
sky130_fd_sc_hd__xnor2_1                370
sky130_fd_sc_hd__a211oi_1               200
sky130_fd_sc_hd__nor3_1                 480
sky130_fd_sc_hd__inv_1                  160
sky130_fd_sc_hd__a2111oi_2              350
sky130_fd_sc_hd__a31o_2                 600
sky130_fd_sc_hd__a21oi_1                160
sky130_fd_sc_hd__a311oi_2               250
-- kinds of logic after synthesis --
group                    share of synthesized area
AND/OR/NAND/NOR                              0.263
multiplexers                                0.0615
AND-OR/OR-AND                                0.263
flip-flops                                   0.239
adder cells (fa/ha/maj)                     0.0698
buffers and inverters                       0.0457
XOR/XNOR                                    0.0583
-- layout make-up --
cell class | instances | area, um2
diodes | 1 | 2.50
repair buffers | 114 | 1050
multi-input cells | 1021 | 6780
well taps | 313 | 392
inverters | 24 | 90.1
clock buffers | 11 | 275
clock inverters | 5 | 51.3
fillers | 2268 | 12000
flip-flops and latches | 97 | 2260
Power figures rest on the tool's default switching activity, not on a simulated workload.

`flow/run.sh`:
```
#!/bin/bash
# OpenROAD 26Q1-2900-gdf79404cd8, Yosys 0.63+post, stock flow scripts
make -C /OpenROAD-flow-scripts/flow DESIGN_CONFIG=/design/flow/config.mk WORK_HOME=/design/flow/orfs finish
```
`flow/config.mk`:
```
export PLATFORM = sky130hd
export DESIGN_NAME = adder16
export DESIGN_NICKNAME = adder16
export VERILOG_FILES = /design/flow/design.v
export SDC_FILE = /design/flow/constraint.sdc
export NUM_CORES = 4
export LEC_CHECK = 1
export CORE_AREA = 10 10 72 72
export DIE_AREA = 0 0 82 82
```
`flow/constraint.sdc`:
```
current_design adder16

set clk_period 5.6
set clk_io_pct 0.2

create_clock -name clk0 -period $clk_period

set non_clock_inputs [all_inputs -no_clocks]
set_input_delay [expr $clk_period * $clk_io_pct] -clock clk0 $non_clock_inputs
set_output_delay [expr $clk_period * $clk_io_pct] -clock clk0 [all_outputs]
```
`flow/design.v`:
```
module adder16(
  input [15:0] a,
  input [15:0] b,  
  output [15:0] out);
  wire carry0,carry1,carry2,carry3,carry4,carry5,carry6,carry7,carry8,carry9,carry10,carry11,carry12,carry13,carry14,carry15;
  fulladder adder0 ( a[ 0], b[ 0], 1'b0    , carry0  , out[ 0] );
  fulladder adder1 ( a[ 1], b[ 1], carry0  , carry1  , out[ 1] );
  fulladder adder2 ( a[ 2], b[ 2], carry1  , carry2  , out[ 2] );  
  fulladder adder3 ( a[ 3], b[ 3], carry2  , carry3  , out[ 3] );    
  fulladder adder4 ( a[ 4], b[ 4], carry3  , carry4  , out[ 4] );    
  fulladder adder5 ( a[ 5], b[ 5], carry4  , carry5  , out[ 5] );    
  fulladder adder6 ( a[ 6], b[ 6], carry5  , carry6  , out[ 6] );    
  fulladder adder7 ( a[ 7], b[ 7], carry6  , carry7  , out[ 7] );    
  fulladder adder8 ( a[ 8], b[ 8], carry7  , carry8  , out[ 8] );    
  fulladder adder9 ( a[ 9], b[ 9], carry8  , carry9  , out[ 9] );    
  fulladder adder10( a[10], b[10], carry9  , carry10 , out[10] );    
  fulladder adder11( a[11], b[11], carry10 , carry11 , out[11] );    
  fulladder adder12( a[12], b[12], carry11 , carry12 , out[12] );    
  fulladder adder13( a[13], b[13], carry12 , carry13 , out[13] );    
  fulladder adder14( a[14], b[14], carry13 , carry14 , out[14] );    
  fulladder adder15( a[15], b[15], carry14 , carry15 , out[15] );      
endmodule
module fulladder(
  input a,
  input b,
  input carryin,
  output carryout,
  output out);
  wire tmp0;
  wire tmp1,tmp2,tmp3,tmp4;
  xor2 myor(a,b,tmp0);
  xor2 myor2(tmp0,carryin,out);
  and2 myand(a,b,tmp1);
  and2 myand2(a,carryin,tmp2);  
  and2 myand3(b,carryin,tmp3);    
  xor2 myor3(tmp1,tmp2,tmp4);
  xor2 myor4(tmp3,tmp4,carryout);
endmodule
module and2(input a,input b,output out);  
  wire tmp;
  nand2 nand0(a,b,tmp); 
  nand2 nand1(tmp,tmp,out);  
endmodule
module nand2(input A,B,
  output out);
  assign out=~(A & B); 
endmodule
module xor2(input a,input b,output out);  
  wire tmp0,tmp1,tmp2;
  nand2 nand0(a,b,tmp0); 
  nand2 nand1(a,tmp0,tmp1); 
  nand2 nand2(tmp0,b,tmp2); 
  nand2 nand3(tmp1,tmp2,out);   
endmodule
```
==> flow report <==
=================================================================================================================
Leakage power total                                                                                      0.314 nW
# fillers                                                                                                     396
Total Neg Setup Slack                                                                                    -8.76 ns
Mapped Area                                                                                             437 sq um
Most numerous cell types in the synthesized netlist                                                  16 x buf_4, 14 x fa_1, 1 x ha_1, 1 x xor3_1
Starting utilization of the core area                                                                       11.8%
Register area share after synthesis                                                                            0%
Warnings, synthesis                                                                                             0
Die Y-Extent                                                                                                82 um
DP HPWL                                                                                                   1.53 mm
RSZ-0062 raised after global routing                                                                         true
Headroom to the max-slew limit                                                                              92.6%
Initial DRC count                                                                                               0
Post-route antenna net violation count                                                                          0
Number of top-level pins                                                                                       48
Total power divided by cell area                                                                     95.9 nW/um^2
Log Warnings                                                                                                   35
Final worst-path cycle share                                                                                 136%
Detailed Routing Iterations Pass 1                                                                              1
Fraction of layout cells with a size suffix above 1                                                         40.6%
Switching pwr                                                                                           0.0238 mW
Arithmetic-cell share of the synthesized area counting full adders, half adders and majority gates          67.0%
Type of origin of the critical path                                                                     input pin
Mux frac, synth                                                                                                0%
Antenna violations before repair                                                                                0
DR DRC count                                                                                                    0
Syn_area_per_cell                                                                                      13.6 sq um
Critical path endpoint category                                                                        output pin
Maximum clock rate                                                                                        131 MHz
Share of the synthesized area in the top cell type                                                          64.2%
Port Buffer Count                                                                                              48
Combinational fraction of design power                                                                     100.0%
Post-detailed-routing wire length                                                                         1.53 mm
Prevailing logic family in the synthesized netlist                                                    adder cells
Overall global routing resource usage                                                                       4.38%
Failing checks                                                                                       negative setup slack
Largest cells by area                                                                                fa_1 64%, buf_4 28%, xor3_1 5.4%, ha_1 2.9%
Number of global-route vias before repair                                                                     458
Highest net fanout along the worst path                                                                         1
Yosys cell count                                                                                               32
Clock network fraction of total power                                                                          0%
Internal power component                                                                                0.0603 mW
Final design utilization                                                                                    23.7%
Distinct lib cells                                                                                              4
Layout clock buffers                                                                                            0
Row count                                                                                                      22
Total congestion overflow after global routing                                                                  0
Diodes inserted                                                                                                 0
Hold Startpoint                                                                                              a[0]
Share of the synthesized netlist area taken by xor and xnor gates                                           5.44%
Final worst path period need                                                                              7.61 ns
Seq cells                                                                                                       0
Classification of the worst setup path                                                                     in2out
Width of the die                                                                                            82 um
Final RePlAce weighted congestion                                                                           0.914
Relative contribution of sequential cells to total power                                                       0%
Simple logic cell fraction of the synthesized area                                                             0%
First-pass GRT wire length                                                                                2.21 mm
Detailed-route vias per instance                                                                             3.19
Number of failing setup endpoints in the final timing report                                                    7
Placeable core region                                                                                  3690 sq um
Max Cap Violations                                                                                              0
Final Max-Slew Violation Tally                                                                                  0
Share of synthesized cell area in and-or and or-and compound cells                                             0%
Post-CTS Hold Buffers                                                                                           0
Area reported by Yosys stat                                                                             437 sq um
HP Class                                                                                                   in2out
Slack of the critical path                                                                               -2.01 ns
Arrival time worst endpoint                                                                               6.49 ns
Critical path startpoint                                                                                     b[0]
Endpoint required time on the critical path                                                               4.48 ns
Cell count after synthesis                                                                                     32
Actual slew at the worst max-slew pin                                                                    0.111 ns
Run status                                                                                           finished, violations left
WL per Instance                                                                                           13.6 um
Total die area                                                                                         6720 sq um
Total via count after detailed routing                                                                        357
Sequential cell area                                                                                      0 sq um
Worst hold slack after final layout                                                                       2.88 ns
Switching share of total power                                                                              28.3%
Library cell with the highest instance count after synthesis                                                buf_4
Worst vdd rail ir drop                                                                                    35.9 uV
Biggest area consumer among synthesized cells                                                                fa_1
Number of hold-slack violations in the final timing report                                                      0
Largest net degree at the start of global routing                                                               2
Area overhead of the layout relative to synthesis                                                            101%
=================================================================================================================
worst paths after layout:
check  endpoint  depth (start not counted)  slack (ns)
min      out[0]                          3        2.88
max     out[15]                         18       -2.01
per-layer routing:
metal / share of wire (%) / global-route usage, % / routed length [um] / vias to the layer above
met5: 0 / 0 / 0 / -
met2: 33 / 5.88 / 502 / 49
met4: 0 / 0 / 0 / 0
met1: 37 / 4.81 / 566 / 162
li1: - / - / - / 146
met3: 30 / 5.07 / 459 / 0
power groups by stage:
stage / sequential (mW) / combinational [mW] / clock [mW]
global route: 0 / 0.0960 / 0
CTS: 0 / 0.0870 / 0
finish: 0 / 0.0840 / 0
layout by cell type (no fill, tap or decap):
master,n
buf_8,1
buf_6,2
buf_2,7
ha_4,1
xor3_1,1
clkdlybuf4s15_2,1
fa_2,14
clkdlybuf4s50_1,35
dlygate4sd2_1,2
per-stage QoR:
step	std cells	setup slack, ns	cell area [sq um]	power (mW)
floorplan	32	-2.01	482	0.0471
detailed placement	112	-3.01	902	0.0988
global route	112	-2.15	876	0.0960
global placement	112	-2.99	902	0.0978
CTS	112	-2.49	866	0.0870
finish	112	-2.01	876	0.0840
final cells by class:
| type | count | area [sq um] | share of cell area, % |
|---|---|---|---|
| well taps | 48 | 60.1 | 6.86 |
| multi-input cells | 16 | 364 | 41.6 |
| repair buffers | 48 | 452 | 51.6 |
logic make-up after synthesis:
group                    Yosys count
buffers and inverters             16
XOR/XNOR                           1
adder cells (fa/ha/maj)           15
critical path, stage by stage:
cell and delay (ns):
buf_8 0.10, ha_4 0.15, fa_2 0.35, fa_2 0.36
fa_2 0.35, fa_2 0.34, fa_2 0.34, fa_2 0.34
fa_2 0.34, fa_2 0.34, fa_2 0.34, fa_2 0.34
fa_2 0.34, fa_2 0.34, fa_2 0.35, fa_2 0.35
xor3_1 0.17, buf_2 0.12
what timing repair did:
action / CTS / global route
resized: 43 / 2
endpoints found under the hold margin: 0 / 0
pin swaps: 16 / 13
buffers inserted: 0 / 0
setup endpoints to repair: 10 / 9
No activity file was given, so power comes from the tool's default toggle rates.

==> flow/run.sh <==
#!/bin/bash
# OpenROAD 26Q1-2900-gdf79404cd8, Yosys 0.63+post, stock flow scripts
make -C /OpenROAD-flow-scripts/flow DESIGN_CONFIG=/design/flow/config.mk WORK_HOME=/design/flow/orfs finish
==> flow/config.mk <==
export PLATFORM = sky130hd
export DESIGN_NAME = mux8way16
export DESIGN_NICKNAME = mux8way16
export VERILOG_FILES = /design/flow/design.v
export SDC_FILE = /design/flow/constraint.sdc
export NUM_CORES = 4
export LEC_CHECK = 1
export CORE_AREA = 10 10 93 93
export DIE_AREA = 0 0 103 103
==> flow/constraint.sdc <==
current_design mux8way16

set clk_period 1.5
set clk_io_pct 0.2

create_clock -name clk0 -period $clk_period

set non_clock_inputs [all_inputs -no_clocks]
set_input_delay [expr $clk_period * $clk_io_pct] -clock clk0 $non_clock_inputs
set_output_delay [expr $clk_period * $clk_io_pct] -clock clk0 [all_outputs]
==> flow/design.v <==
module mux(
  input [1:0] in,
  input sel,
  output out);
  assign out = sel ? in[1] : in[0];
endmodule
module mux2way16(
  input [15:0] in0,
  input [15:0] in1,
  input sel,
  output [15:0] out);
  mux mux0( {in1[0],in0[0]},sel,out[0] );
  mux mux1( {in1[1],in0[1]},sel,out[1] );
  mux mux2( {in1[2],in0[2]},sel,out[2] );
  mux mux3( {in1[3],in0[3]},sel,out[3] );
  mux mux4( {in1[4],in0[4]},sel,out[4] );
  mux mux5( {in1[5],in0[5]},sel,out[5] );
  mux mux6( {in1[6],in0[6]},sel,out[6] );
  mux mux7( {in1[7],in0[7]},sel,out[7] );  
  mux mux8( {in1[8],in0[8]},sel,out[8] );
  mux mux9( {in1[9],in0[9]},sel,out[9] );
  mux mux10( {in1[10],in0[10]},sel,out[10] );
  mux mux11( {in1[11],in0[11]},sel,out[11] );
  mux mux12( {in1[12],in0[12]},sel,out[12] );
  mux mux13( {in1[13],in0[13]},sel,out[13] );
  mux mux14( {in1[14],in0[14]},sel,out[14] );
  mux mux15( {in1[15],in0[15]},sel,out[15] );    
endmodule
module mux4way16(
  input [15:0] in0,
  input [15:0] in1,
  input [15:0] in2,
  input [15:0] in3,
  input [1:0] sel,
  output [15:0] out);
  wire [15:0] tmp0;
  wire [15:0] tmp1;  
  mux2way16 mux0(in0,in1,sel[0],tmp0);
  mux2way16 mux1(in2,in3,sel[0] & sel[1],tmp1);  
  mux2way16 mux2(tmp0,tmp1,sel[1],out);
endmodule
module mux8way16(
  input [15:0] in0,
  input [15:0] in1,
  input [15:0] in2,
  input [15:0] in3,
  input [15:0] in4,
  input [15:0] in5,
  input [15:0] in6,
  input [15:0] in7,  
  input [2:0] sel,
  output [15:0] out);
  wire [15:0] tmp0;
  wire [15:0] tmp1;    
  mux4way16 mux0(in0,in1,in2,in3,sel[1:0],tmp0);
  mux4way16 mux1(in4,in5,in6,in7,sel[1:0],tmp1);  
  mux2way16 mux2(tmp0,tmp1,sel[2],out);
endmodule
==> Changelog: implementation <==
### Physical design

- Outcome: finished, violations left
- Failing checks: setup timing
- GPL Wtd Cong: 0.792
- Flop count: 0
- Final-layout clock buffer total: 0
- Core Area: just under 0.007 mm^2
- Area grow syn2layout: 111%
- Max_slew headroom: around 90%
- Post-route insts no fill: a little under 300
- Yosys top cell by area: mux4_1
- DP HPWL: around 5000 um
- Xor/xnor share of the synthesized area: 0%
- Unrepaired setup endpoints after global routing: true
- AO/OA Area Share: 0%
- Rows: 30
- Largest net degree at the start of global routing: 17
- Synth top cell by count: mux4_1
- Sw frac: approximately 25%
- Simple Share, Synth: 0%
- Max Transition Viols Final: 0
- Log Warnings: 35
- Worst Path Max Fanout: 6
- DRT iter0 DRCs: 9
- Synth Seq Share: 0%
- Via Count: about 1.3k
- Peak VDD IR: between 0.1 and 0.15 mV
- First-pass GRT wire length: 8530 um
- Max-cap violations: 0
- PwrDens: 270 mW/mm^2
- GR Util All Layers: 10.6%
- Final Setup Violations: 16
- DRT Pass-1 Iters: 2
- Worst EP required: about 1200 ps
- Seq. cell area: 0 um^2
- Mapped Cells: ~74
- DRC viols: 0
- Num ports: between 100 and 150
- Mapped Avg Cell Area: 16.8 um^2
- Fmax: around 570 MHz
- Comb power frac: 100.0%
- Yosys Chip Area: 0.00124 mm^2
- Fp util: about 18%
- Post-synthesis cell area: around 0.0012 mm^2
- Slew @ Worst Pin: 144 ps
- Final ANT Viol Nets: 0
- Yosys Instances: about 74
- CP arrival: 1460 ps
- Clock power share: 0%
- Leak Pwr: between 1 and 1.5 nW
- Hold Fails Final Rpt: 0
- Synth area leaders: mux4_1 (55%), mux2_2 (14%), mux4_2 (11%)
- Share of layout cells above drive strength 1: a little under two fifths
- GRT Residual Overflow: 0
- Seq pwr share: 0%
- Unique cell type count in the Yosys netlist: 6
- Crit start category: input port
- Number of global-route vias before repair: 1512
- Initial antenna violation count: 0
- Hold-fix buffers, CTS: 0
- Post-layout min period: 1760 ps
- Die area: 0.0106 mm^2
- WL/cell: 19.9 um
- Fin crit share: 117%
- I/O Buffers: roughly 150
- Post-Place Cells: approximately 280
- Vert. Die Dim: ~100 um
- HP Class: input port to output pin
- Post-synth top area share: a little over half
- Top logic family: multiplexers
- Final WL: approximately 5700 um
- CP Class: input port to output pin
- Number of diodes: 0
- Core Util, Final: roughly two fifths
- Vias per cell: around 4.4
- Mux area share: roughly 80%
- Cell Int Power: between 500 and 600 uW
- Yosys warning tally: 0
- Die Wd: 103 um
- Top cells by count: mux4_1 (26), buf_4 (16), mux2_2 (16), mux4_2 (6)
- DP Worst Slack: -715 ps
- Adder Share, Synth: 0%
- PnR worst setup slack: -257 ps
- Net Switching: between 150 and 200 uW
- Crit path capture type: output pin
==> per-layer routing <==
layer / GRT usage [%] / vias up / routed length, um
met2: 18.3 / 67 / 2930
met1: 13.8 / 615 / 2280
met4: 0 / 0 / 0
met3: 3.05 / 0 / 525
li1: - / 581 / -
met5: 0 / - / 0
==> cell families after synthesis <==
logic type             after synthesis
multiplexers                        48
buffers and inverters               26
==> metrics by stage <==
stage	hold slack (ps)	power, mW	instance area [um^2]	TNS [ps]
global placement	1610	0.749	2630	-10690
CTS	1150	0.722	2620	-3960
global route	1170	0.767	2630	-4400
detailed placement	1610	0.752	2630	-10710
floorplan	950	0.354	1210	-3010
finish	1140	0.710	2630	-3780
==> worst max-delay path, cell delays in order <==
cell    delay, ps
buf_12        120
buf_12        130
mux4_2        520
mux2_4        270
buf_2         110
==> power groups by stage <==
stage	sequential, mW	clock [mW]	combinational [mW]
CTS	0	0	0.722
global route	0	0	0.767
finish	0	0	0.710
==> cell type report <==
cell class                      instances  area (um^2)
Fill cell                             706         4130
Timing Repair Buffer                  161         1570
Multi-Input combinational cell         48          961
Tap cell                               80          100
==> worst paths after layout <==
check             startpoint     end  slack [ps]  depth (start not counted)
setup / recovery      sel[0]  out[9]        -260                          5
hold / removal        sel[2]  out[4]        1140                          4
==> repair_timing <==
item,CTS,global route
gates resized,222,1
endpoints found under the setup margin,16,16
cloned,3,0
buffers inserted,2,0
==> layout by cell type, fill, tap and decap left out <==
cell / count
dlygate4sd2_1: 129
buf_6: 15
buf_16: 3
buf_12: 7
mux2_4: 16
buf_2: 3
mux4_2: 32
buf_4: 4
Power is estimated from default activity; no workload was simulated.
